$ cat config.mk
export PLATFORM = sky130hd
export DESIGN_NAME = async_transmitter
export DESIGN_NICKNAME = async_transmitter
export VERILOG_FILES = /design/flow/design.v
export SDC_FILE = /design/flow/constraint.sdc
export NUM_CORES = 4
export LEC_CHECK = 1
export CORE_AREA = 10 10 96 96
export DIE_AREA = 0 0 106 106
$ cat constraint.sdc
current_design async_transmitter

set clk_period 2.6
set clk_io_pct 0.2

create_clock -name clk0 -period $clk_period [get_ports {clk}]

set non_clock_inputs [all_inputs -no_clocks]
set_input_delay [expr $clk_period * $clk_io_pct] -clock clk0 $non_clock_inputs
set_output_delay [expr $clk_period * $clk_io_pct] -clock clk0 [all_outputs]
$ cat design.v
module async_transmitter(clk, TxD_start, TxD_data, TxD, TxD_busy);
input clk, TxD_start;
input [7:0] TxD_data;
output TxD, TxD_busy;
parameter ClkFrequency = 25000000;	 
parameter Baud = 115200;
parameter RegisterInputData = 1;	 
parameter BaudGeneratorAccWidth = 16;
reg [BaudGeneratorAccWidth:0] BaudGeneratorAcc;
wire [BaudGeneratorAccWidth:0] BaudGeneratorInc = ((Baud<<(BaudGeneratorAccWidth-4))+(ClkFrequency>>5))/(ClkFrequency>>4);
wire BaudTick = BaudGeneratorAcc[BaudGeneratorAccWidth];
wire TxD_busy;
always @(posedge clk) if(TxD_busy) BaudGeneratorAcc <= BaudGeneratorAcc[BaudGeneratorAccWidth-1:0] + BaudGeneratorInc;
reg [3:0] state;
wire TxD_ready = (state==0);
assign TxD_busy = ~TxD_ready;
reg [7:0] TxD_dataReg;
always @(posedge clk) if(TxD_ready & TxD_start) TxD_dataReg <= TxD_data;
wire [7:0] TxD_dataD = RegisterInputData ? TxD_dataReg : TxD_data;
always @(posedge clk)
case(state)
	4'b0000: if(TxD_start) state <= 4'b0001;
	4'b0001: if(BaudTick) state <= 4'b0100;
	4'b0100: if(BaudTick) state <= 4'b1000;   
	4'b1000: if(BaudTick) state <= 4'b1001;   
	4'b1001: if(BaudTick) state <= 4'b1010;   
	4'b1010: if(BaudTick) state <= 4'b1011;   
	4'b1011: if(BaudTick) state <= 4'b1100;   
	4'b1100: if(BaudTick) state <= 4'b1101;   
	4'b1101: if(BaudTick) state <= 4'b1110;   
	4'b1110: if(BaudTick) state <= 4'b1111;   
	4'b1111: if(BaudTick) state <= 4'b0010;   
	4'b0010: if(BaudTick) state <= 4'b0011;   
	4'b0011: if(BaudTick) state <= 4'b0000;   
	default: if(BaudTick) state <= 4'b0000;
endcase
reg muxbit;
always @( * )
case(state[2:0])
	3'd0: muxbit <= TxD_dataD[0];
	3'd1: muxbit <= TxD_dataD[1];
	3'd2: muxbit <= TxD_dataD[2];
	3'd3: muxbit <= TxD_dataD[3];
	3'd4: muxbit <= TxD_dataD[4];
	3'd5: muxbit <= TxD_dataD[5];
	3'd6: muxbit <= TxD_dataD[6];
	3'd7: muxbit <= TxD_dataD[7];
endcase
reg TxD;
always @(posedge clk) TxD <= (state<4) | (state[3] & muxbit);   
endmodule
$ cat run.sh
#!/bin/bash
# OpenROAD 26Q1-2900-gdf79404cd8, Yosys 0.63+post, stock flow scripts
make -C /OpenROAD-flow-scripts/flow DESIGN_CONFIG=/design/flow/config.mk WORK_HOME=/design/flow/orfs finish
==> Changelog: implementation <==
### Physical design

- CTS Root Buffer Type: sky130_fd_sc_hd__clkbuf_8
- Total power density per cell area: roughly 540 mW/mm^2
- Initial DRC Count: 28
- GR Overflow Total: 0
- Total placed instance area: approximately 0.0016 mm^2
- Most frequently placed logic cell in the final layout: sky130_fd_sc_hd__edfxtp_1
- Number of cells on the worst reg-to-reg path: 3
- Clk ins delay skew pair: between 200 and 300 ps
- TritonRoute pass-1 iters: 6
- Worst supply voltage drop on vdd: between 0.3 and 0.4 mV
- Post-Route Skew: between 1.5 and 2 ps
- Number of buffers inserted to repair setup after CTS: 0
- Ratio of final minimum period to clock period: roughly nine tenths
- Register-to-register setup slack: roughly 700 ps
- Total of buffers placed on input and output ports: 11
- Number of distinct library cell variants in the gate-level netlist after synthesis: 37
- Slew @ Worst Pin: between 300 and 400 ps
- Routability congestion estimate from global placement: 0.7673
- Worst hold path startpoint: BaudGeneratorAcc[14]$_DFFE_PN_
- Chip Footprint: 0.01124 mm^2
- Number of nets still failing antenna checks after routing: 0
- Headroom to the max-slew limit: between 70% and 80%
- Time the final worst path needs with I/O delays and setup: approximately 2300 ps
- Max-slew violation count: 0
- Outcome: finished clean
- Initial standard-cell utilization of the core: 18.64%
- Highest clock frequency the design can meet: between 400 and 500 MHz
- Cells in synth_stat.txt: between 90 and 100
- Final Hold Vio Count: 0
- Number of buffers on the longest clock path: 2
- Per-instance average area after synthesis: 14.16 um^2
- Total of cells resized after clock tree synthesis: 0
- Worst-path cell with the longest stage delay: sky130_fd_sc_hd__edfxtp_1
- Post-synthesis sequential element count: 29
- Arrival time worst endpoint: about 1800 ps
- Hold bufs inserted after CTS: 0
- Endpoint of the worst register-to-register path: state[3]$_DFFE_PP_
- Critical path cell sequence: nor4_1 -> inv_1 -> clkdlybuf4s50_1
- Overall track demand over capacity in global routing: under 10%
- Endpoint class of the critical path: primary output
- Count of unresolved DRC violations after routing: 0
- Die Wd: 106 um
- Sequential-to-total area share from yosys stat: approximately 64%
- Area growth from synthesis to layout: 23.72%
- Fraction of registers with async set or reset after synthesis: 0%
- Total wirelength of the detailed-routed design: 2.084 mm
- Synth warn: 1
- CTS tree: yes
- Maximum number of pins on one net before global-route repair: 18
- Syn Std Cell Area: 0.001345 mm^2
- H-Tree Level Count: 2
- Total non-filler cell area in the finished layout: approximately 0.0017 mm^2
- Flip-flop cell with the highest count after synthesis: sky130_fd_sc_hd__edfxtp_1
- Max cap viols: 0
- Layout cell share with drive strength beyond 1: between 10% and 20%
- Classification of the worst-slack hold path: flip-flop to flip-flop
- Setup total negative slack: 0 ps
- Initial antenna violation count: 0
- Average vias per placed instance: about 3.5
- Top-level port count: 12
- Most frequent cells in the layout: sky130_fd_sc_hd__edfxtp_1, sky130_fd_sc_hd__clkdlybuf4s50_1, sky130_fd_sc_hd__xnor2_1
- Combined buffer and inverter count along the critical path: 2
- TritonCTS Buffers: 5
- Startpoint of the worst register-to-register path: state[0]$_DFFE_PP_
- Chip area estimate from yosys synthesis: between 0.001 and 0.0015 mm^2
- Critical path's top delay family: buffers and inverters
- Setup repair after global routing missed its margin: false
- Number of warnings in the stage logs: 25
- Number of global-route vias before repair: 792
- Crit-path max cell delay: 520 ps
- Clock sink total: 29
- Required time of the worst setup path: between 2000 and 2500 ps
- Static leakage power: between 0.5 and 0.6 nW
- Hold Path Sink: BaudGeneratorAcc[14]$_DFFE_PN_
- Height of the die: around 110 um
- Hold depth: 1
- Via count: 744
- Average routed wire per standard cell: 9.877 um
- Worst Setup Path Type: flip-flop to primary output
- Cells after Synth: about 95
- HPWL after DPL: 1.469 mm
- Total core area: about 0.0072 mm^2
- First-pass GRT wire length: between 3 and 4 mm
- Clock-pin transition on the worst setup and hold timing paths: roughly 60 ps
- Critical path startpoint category: flip-flop
- Inserted Diodes: 0
- Worst-path maximum fanout: 9
- Setup Viol. Count Final: 0
- Number of synthesized flops with an enable pin: 28
- Count of standard-cell rows: 31
logic make-up after synthesis:
logic type	Yosys count	synth area share, %
adder cells (fa/ha/maj)	1	0.9301
multiplexers	3	4.093
AND-OR/OR-AND	14	6.884
buffers and inverters	8	2.326
XOR/XNOR	13	9.582
AND/OR/NAND/NOR	27	12.19
flip-flops	29	64.00
worst reg2reg max path, stage by stage (launching register included):
cell                       delay (ps)
sky130_fd_sc_hd__edfxtp_1         520
sky130_fd_sc_hd__nor4_1           440
sky130_fd_sc_hd__and2_1           440
sky130_fd_sc_hd__a21o_1           210
registers in the layout, indices dropped and copies added, names as in the netlist:
name,count
TxD_dataReg,8
state,4
TxD,1
BaudGeneratorAcc,16
cell type report:
class	instances	area, um^2
Fill cell	782	5550
Sequential cell	29	860.8
Multi-Input combinational cell	58	452.9
Tap cell	99	123.9
Timing Repair Buffer	12	117.6
Clock buffer	8	90.09
Inverter	5	18.77
through the flow:
step                      hold slack, ps  util [%]  setup WS, ps  instances  power (mW)
after floorplan                    541.3         -         950.6         95      0.5163
after global placement             561.2     21.82         549.8        203      0.5300
after detailed placement           573.5     21.82         544.2        203      0.5300
after CTS                          593.5     23.07         230.0        211      0.9062
after global routing               624.4     23.07         138.4        211      0.9317
final                              589.8     23.07         269.3        211      0.8943
where the power goes:
part	total [mW]	switching, mW	internal (mW)	leakage [nW]
clock network	0.374	0.159	0.215	0.0455
logic	0.0136	0.00189	0.0117	0.251
registers	0.506	0	0.506	0.279
total	0.894	0.161	0.733	0.575
per-layer routing:
| layer | part of all wire (%) | vias to the layer above | GRT usage [%] | wire length (um) |
|---|---|---|---|---|
| met3 | 5.9 | 5 | 1.957 | 123 |
| met5 | 0 | - | 0 | 0 |
| li1 | - | 375 | - | - |
| met1 | 47 | 346 | 5.024 | 988 |
| met4 | 3.0 | 0 | 0.9671 | 63 |
| met2 | 44 | 18 | 5.786 | 908 |
worst max-delay path by stage:
stage | startpoint | end | slack (ps) | depth (start not counted)
4_1_cts | state[0]$_DFFE_PP_ | TxD_busy | 230 | 3
5_1_grt | state[0]$_DFFE_PP_ | TxD_busy | 140 | 3
6_report | state[0]$_DFFE_PP_ | TxD_busy | 270 | 3
Yosys cell counts (all sizes together), types with 3 or more instances:
cell type,number,share of area [%]
nand2,6,1.7
xor2,5,3.8
inv,5,1.4
nor2,5,1.6
edfxtp,28,63
nor2b,3,2.0
xnor2,8,5.8
a21oi,6,2.2
Power and IR drop assume default switching activity.
